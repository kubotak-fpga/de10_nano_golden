===== ./config.mk =====
export PLATFORM = sky130hd
export DESIGN_NAME = de10_nano_golden_top
export DESIGN_NICKNAME = de10_nano_golden_top
export VERILOG_FILES = /design/flow/design.v
export SDC_FILE = /design/flow/constraint.sdc
export NUM_CORES = 4
export LEC_CHECK = 1
export CORE_AREA = 10 10 93 93
export DIE_AREA = 0 0 103 103

===== ./constraint.sdc =====
current_design de10_nano_golden_top

set clk_period 6.0
set clk_io_pct 0.2

create_clock -name clk0 -period $clk_period [get_ports {FPGA_CLK1_50}]

set non_clock_inputs [all_inputs -no_clocks]
set_input_delay [expr $clk_period * $clk_io_pct] -clock clk0 $non_clock_inputs
set_output_delay [expr $clk_period * $clk_io_pct] -clock clk0 [all_outputs]

===== ./design.v =====
module de10_nano_golden_top
  (
   output 	 ADC_CONVST,
   output 	 ADC_SCK,
   output 	 ADC_SDI,
   input 	 ADC_SDO,
   inout [15:0]  ARDUINO_IO,
   inout 	 ARDUINO_RESET_N,
   input 	 FPGA_CLK1_50,
   input 	 FPGA_CLK2_50,
   input 	 FPGA_CLK3_50,
   inout [35:0]  GPIO_0,
   inout [35:0]  GPIO_1,
   inout 	 HDMI_I2C_SCL,
   inout 	 HDMI_I2C_SDA,
   inout 	 HDMI_I2S,
   inout 	 HDMI_LRCLK,
   inout 	 HDMI_MCLK,
   inout 	 HDMI_SCLK,
   output 	 HDMI_TX_CLK,
   output [23:0] HDMI_TX_D,
   output 	 HDMI_TX_DE,
   output 	 HDMI_TX_HS,
   input 	 HDMI_TX_INT,
   output 	 HDMI_TX_VS,
   input [1:0] 	 KEY,
   output [7:0]  LED,
   input [3:0] 	 SW
   );
   reg [26: 0] 	 temp = 0;
   always @(posedge FPGA_CLK1_50) begin
      temp <= temp + 1'b1;
   end
   assign LED[7] = temp[26];
   assign LED[6] = temp[25];
endmodule

===== ./run.sh =====
#!/bin/bash
# OpenROAD 26Q1-2900-gdf79404cd8, Yosys 0.63+post, stock flow scripts
make -C /OpenROAD-flow-scripts/flow DESIGN_CONFIG=/design/flow/config.mk WORK_HOME=/design/flow/orfs finish

==> GITHUB_STEP_SUMMARY <==
### Metrics collected by this job

| Metric | Value |
|---|---|
| Detailed placer's ending HPWL | `1570 µm` |
| Latency at later pin | `0.27 ns` |
| Die ar. | `10600 µm²` |
| GR met2 Demand/Resource | `0.0439` |
| DRC violation total after the first TritonRoute iteration | `13` |
| Sequential area share after synthesis | `0.403` |
| Number of global-route vias before repair | `756` |
| TritonRoute pass-1 iters | `2` |
| Area overhead of the layout relative to synthesis | `0.653%` |
| Total number of yosys warnings | `38` |
| Tally of unique sky130hd cells used after synthesis | `19` |
| Worst setup path class | `reg2out` |
| Total Routed Length | `1950 µm` |
| Run status | `finished clean` |
| WP data arrival | `1.13 ns` |
| Clock tree from TritonCTS | `yes` |
| # port buffers | `2` |
| Post-synth area from yosys stat | `1340 µm²` |
| Fin crit period | `2.33 ns` |
| Die height | `103 µm` |
| Via-to-Cell Ratio | `3.43` |
| Horizontal die dimension | `103 µm` |
| Max Transition Viols Final | `0` |
| Average instance area after synthesis | `9.58 µm²` |
| Number of cell rows | `30` |
| Total standard cell area after synthesis | `1340 µm²` |
| Core box area | `6760 µm²` |
| Hold Path Class | `reg2reg` |
| Kind of start point of the critical path | `flop` |
| DRC | `0` |
| Warning total across the stage logs | `130` |
| Measured slew at the worst slew-check pin | `0.601 ns` |
| Clock buffer count from CTS | `3` |
| Design Area, Final | `1350 µm²` |
| Delay of the slowest cell on the worst path | `0.48 ns` |
| Post-cts repair resize count | `0` |
| Floorplan-stage core utilization | `0.199` |
| First-pass GRT wire length | `3240 µm` |
| # H-tree levels | `1` |
| Clock Tree Buf Depth | `2` |
| Pin count of the biggest net entering global routing | `16` |
| Count of endpoints without a timing constraint | `95` |
| Count of final setup violators | `0` |
| Number of standard cells after synthesis | `140` |
| Via count | `765` |
| Antenna-violating nets left | `0` |
| Total negative slack | `0 ns` |
| Clk pin slew, worst setup/hold paths | `0.09 ns` |
| Hold_buf cts | `0` |
| GPL Wtd Cong | `0.769` |
| Number of flip-flops under the largest register name | `27` |
| Setup crit end kind | `output port` |
| Met1 Resource Use GR | `0.0584` |
| Timing-limited maximum frequency | `429 MHz` |
| Worst vdd ir | `0.0000927 V` |
| IO Count | `145` |
| Gate family responsible for the most delay along the worst path | `buffers and inverters` |
| Post-CTS Setup Inserts | `0` |
| Biggest register | `temp` |
| Met3 layer usage reported by global route | `0.0156` |
| Number of antenna violations at the first check in global routing | `0` |
| Placed inst area | `1300 µm²` |
| Rel. slew slack | `0.597` |
| Max cap viols | `0` |
| Sink count of the clock tree | `27` |
| Average detailed-routed wire length per instance | `8.74 µm` |
| Crit path cell chain | `clkdlybuf4s50_1` |
| Antenna diode instance count | `0` |
| Power density over the cells | `207 nW/µm²` |
| Overall global routing resource usage | `0.0363` |
| Total leakage power | `0.539 nW` |
| Regs by FF count | `temp: 27 flops` |
| Number of buffer and inverter instances along the worst setup path | `1` |
| Share of final-layout standard cells stronger than drive strength 1 | `0.0699` |
| Synthesized registers | `27` |
| Highest fanout seen on the critical path | `3` |
| Cycle use final | `0.389` |
| Final Hold Violating Endpoints | `0` |
| Critical-path top delay cell | `clkdlybuf4s50_1` |
| Clock root buffer master | `clkbuf_8` |
| Unrepaired setup endpoints after global routing | `no` |
| GRT busiest layer | `met1` |
| Total grt overflow | `0` |
| Number of standard cells reported by yosys | `140` |
| Largest clock skew in the final design | `0.00299 ns` |
| Filler cells | `725` |
| Required time of the critical path | `4.80 ns` |
logic make-up (layout without fill, tap and decap cells):
group / Yosys count / after routing / synth area share
simple gates: 46 / 46 / 0.201
flops: 27 / 27 / 0.403
other cells: 1 / 37 / 0.00280
xor+xnor: 25 / 25 / 0.163
buf+inv: 40 / 7 / 0.221
fa+ha+maj: 1 / 1 / 0.00933
metrics by stage:
stage	total power [mW]	util	std cells	setup slack [ns]	hold slack, ns
after floorplan	0.200	-	176	4.37	0.370
after global placement	0.186	0.193	219	3.97	0.381
after detailed placement	0.185	0.193	219	3.95	0.385
after CTS	0.285	0.200	223	3.64	0.405
after global routing	0.293	0.200	223	3.61	0.436
final	0.279	0.200	223	3.67	0.400
worst paths after layout:
check	cells past startpoint	slack (ns)	start	end
max	1	3.67	temp[25]	LED[6]
min	1	0.40	temp[0]	temp[0]
max reg2reg	5	4.27	temp[0]	temp[26]
min reg2reg	1	0.40	temp[0]	temp[0]
routing by layer:
layer  routed length, µm  up-vias
met1                1150      329
met2                 647       33
li1                    -      401
met3                 145        2
met5                   0        -
met4                   8        0
cells in the final DEF (no fill, tap or decap), drive strengths merged:
| master | synthesis | final |
|---|---|---|
| and3 | 1 | 1 |
| ha | 1 | 1 |
| inv | 1 | 1 |
| or4 | 1 | 1 |
| xor2 | 12 | 12 |
| xnor2 | 13 | 13 |
| clkinv | 0 | 1 |
| clkdlybuf4s50 | 0 | 2 |
| nor3 | 6 | 6 |
| and4 | 2 | 2 |
| nor2 | 5 | 5 |
| nand4 | 10 | 10 |
| nand2 | 7 | 7 |
| conb | 1 | 37 |
| dfxtp | 27 | 27 |
| clkbuf | 0 | 3 |
| nor4 | 3 | 3 |
| nand3 | 11 | 11 |
Yosys cell counts:
cell type	n	share of area
nand4_1	10	0.047
nand3_2	1	0.0075
buf_4	39	0.22
nor3_1	3	0.011
conb_1	1	0.0028
nand2_1	6	0.017
nand3_1	10	0.037
dfxtp_1	27	0.40
nor3_2	3	0.022
xnor2_1	13	0.085
or4_4	1	0.0084
ha_1	1	0.0093
nand2_2	1	0.0047
inv_1	1	0.0028
xor2_1	12	0.078
nor2_1	5	0.014
and4_1	2	0.013
and3_1	1	0.0047
nor4_1	3	0.014
report_power, final:
group          switching [mW]  total (mW)  leakage, nW  internal (mW)
registers                   0       0.179        0.217          0.179
clock network          0.0528      0.0992       0.0255         0.0464
logic                 0.00127     0.00127        0.296              0
total                  0.0541       0.279        0.539          0.225
final cells by class:
type	instances	area (µm²)	share of cell area
clock buffer	3	41.3	0.0306
clock inverter	1	5.00	0.00371
inverter	1	3.75	0.00278
multi-input combinational	109	639	0.474
sequential	27	541	0.400
tap	80	100	0.0741
timing repair buffer	2	20.0	0.0148
No activity file was given, so power comes from the tool's default toggle rates.
